**/design/flow/run.sh**
```bash
#!/bin/bash
# OpenROAD 26Q1-2900-gdf79404cd8, Yosys 0.63+post, stock flow scripts
make -C /OpenROAD-flow-scripts/flow DESIGN_CONFIG=/design/flow/config.mk WORK_HOME=/design/flow/orfs finish
```
**/design/flow/config.mk**
```make
export PLATFORM = sky130hd
export DESIGN_NAME = i2c_master
export DESIGN_NICKNAME = i2c_master
export VERILOG_FILES = /design/flow/design.v
export SDC_FILE = /design/flow/constraint.sdc
export NUM_CORES = 4
export LEC_CHECK = 1
export CORE_UTILIZATION = 50
```
**/design/flow/constraint.sdc**
```tcl
current_design i2c_master

set clk_period 13.5
set clk_io_pct 0.2

create_clock -name clk0 -period $clk_period [get_ports {clk}]

set non_clock_inputs [all_inputs -no_clocks]
set_input_delay [expr $clk_period * $clk_io_pct] -clock clk0 $non_clock_inputs
set_output_delay [expr $clk_period * $clk_io_pct] -clock clk0 [all_outputs]
```
**/design/flow/design.v**
```verilog
module i2c_master
    #(
        parameter ADDR_BYTES = 1,
        parameter DATA_BYTES = 2,
        parameter REG_ADDR_WIDTH = 8 * ADDR_BYTES
    )(
        input  clk,             
        input  reset,           
        input  [11:0] clk_div,  
        input open_drain,  
        input  sda_in,     
        output sda_out,    
        output sda_oen,    
        input  scl_in,     
        output scl_out,    
        output scl_oen,    
        input [6:0] chip_addr,  
        input [REG_ADDR_WIDTH - 1:0] reg_addr,  
        input write_en,     
        input write_mode,   
        input read_en,      
        output reg [8 * DATA_BYTES - 1:0] data_out,    
        input [8 * DATA_BYTES - 1:0] data_in,          
        output reg [ST_WIDTH - 1:0] status,
        output reg done,
        output reg busy
    );
    localparam ST_WIDTH = 1 + ADDR_BYTES + DATA_BYTES;
    localparam SR_WIDTH = 8 * ST_WIDTH;
    localparam s_idle         = 0,
               s_start_write  = 1,
               s_start_read   = 2,
               s_stop         = 3,
               s_shift_out    = 4,
               s_shift_in     = 5,
               s_send_ack     = 6,
               s_send_nack    = 7,
               s_rcv_ack      = 8;
    reg [SR_WIDTH-1:0] sr;    
    reg [5:0] sr_count;       
    wire [2:0] byte_count;	 
    reg [1:0] scl_count;	 
    reg [11:0] clk_count;
    reg sda_reg, oen_reg, sda_s, scl_s;
    reg writing, reading, in_prog;
    reg [3:0] state;
    assign sda_out = sda_reg;			 
    assign sda_oen = oen_reg;
    assign scl_out = open_drain ? 1'b0 : scl_count[1];
    assign scl_oen = open_drain ? scl_count[1] : 1'b0;
    assign byte_count = sr_count[5:3];
    always @ (posedge clk or negedge reset) begin	 
        if (~reset) begin		 
            state     <= s_idle;
            sda_reg   <= 1'b1;
            oen_reg   <= 1'b1;
            sr_count  <= 6'b00_0000;
            sr        <= 24'hFFF;
            writing   <= 1'b1;
            reading   <= 1'b0;
            in_prog   <= 1'b0;
            status    <= 1'b0;
            done      <= 1'b0;
            busy      <= 1'b0;
            data_out  <= 1'b0;
            scl_count <= 2'b10;
            clk_count <= 12'b0000_0000_0000;
        end
        else begin				 
            sda_s <= sda_in;
            scl_s <= scl_in;
            if (state == s_idle) begin		 
                done <= 1'b0;
                sr_count <= 6'b00_0000;		 
                if (~write_mode) begin		 
                    in_prog <= 1'b0;
                    if (in_prog) begin			 
                        state <= s_stop;
                        sda_reg <= 1'b0;
                        oen_reg <= 1'b0;
                    end
                    else begin					 
                        sda_reg <= open_drain ? 1'b0 : 1'b1;
                        oen_reg <= 1'b1;
                        clk_count <= 0;
                    end
                end
                if (in_prog) begin			 
                    scl_count <= 2'b00;		 
                    sr <= {data_in, {SR_WIDTH - 8 * DATA_BYTES{1'b0}}};		 
                end
                else begin					 
                    scl_count <= 2'b10;		 
                    if (ADDR_BYTES == 0) begin		 
                        sr <= {chip_addr, 1'b0, data_in};
                    end
                    else begin
                        sr <= {chip_addr, 1'b0, reg_addr, data_in};		 
                    end
                end
                if (write_en) begin				 
                    state   <= in_prog ? s_shift_out : s_start_write;	 
                    writing <= 1'b1;		 
                    status  <= 1'b0;		
                    busy    <= 1'b1;		 
                end
                else if (read_en) begin			 
                    state    <= ADDR_BYTES == 0 ? s_start_read : s_start_write;
                    writing  <= 1'b0;
                    reading  <= 1'b0;
                    status   <= 1'b0;
                    busy     <= 1'b1;
                end
                else begin
                    busy     <= 1'b0;
                end
            end
            else begin
                if (clk_count == clk_div) begin		 
                    clk_count <= 2'b00;
                    scl_count <= scl_count + 1'b1;
                    case (state)
                        s_start_write: begin		 
                            state   <= s_shift_out;  
                            sda_reg <= 1'b0;
                            oen_reg <= 1'b0;
                        end
                        s_start_read: begin			 
                            if (scl_count == 2'b10) begin
                                state    <= s_shift_out;
                                sda_reg  <= 1'b0;
                                oen_reg  <= 1'b0;
                                sr       <= {chip_addr, 1'b1, {8 * (ADDR_BYTES + DATA_BYTES){1'b0}}};
                                sr_count <= 6'b00_0000;
                                reading  <= 1'b1;
                            end
                        end
                        s_stop: begin						 
                            if (scl_count == 2'b10) begin	 
                                state   <= s_idle;
                                sda_reg <= open_drain ? 1'b0 : 1'b1;
                                oen_reg <= 1'b1;
                                done    <= 1'b1;
                            end
                        end
                        s_shift_out: begin
                            if (scl_count == 2'b00) begin
                                if ((sr_count[2:0]) == 3'b000 && (|sr_count)) begin	 
                                    state   <= s_rcv_ack;							 
                                    sda_reg <= open_drain ? 1'b0 : 1'b1;
                                    oen_reg <= 1'b1;
                                end
                                else begin											 
                                    sda_reg  <= open_drain ? 1'b0 : sr[SR_WIDTH - 1];  
                                    oen_reg  <= open_drain ? sr[SR_WIDTH - 1] : 1'b0;  
                                    sr       <= {sr[SR_WIDTH - 2:0], 1'b1};
                                    sr_count <= sr_count + 1'b1;
                                end
                            end
                        end
                        s_shift_in: begin
                            if (scl_count == 2'b00) begin
                                if (sr_count == 8 * (DATA_BYTES + 1)) begin		 
                                    state   <= s_send_nack;
                                    sda_reg <= open_drain ? 1'b0 : 1'b1;
                                    oen_reg <= 1'b1;
                                end
                                else if (sr_count[2:0] == 3'b000) begin			 
                                    state   <= s_send_ack;
                                    sda_reg <= 1'b0;
                                    oen_reg <= 1'b0;
                                end
                            end
                            else if (scl_count == 2'b01) begin
                                data_out <= {data_out[8 * DATA_BYTES - 2:0], sda_s};	 
                                sda_reg  <= open_drain ? 1'b0 : 1'b1;
                                oen_reg  <= 1'b1;
                                sr_count <= sr_count + 1'b1;
                            end
                        end
                        s_send_ack: begin					 
                            if (scl_count == 2'b00) begin		 
                                state   <= s_shift_in;
                                sda_reg <= open_drain ? 1'b0 : 1'b1;
                                oen_reg <= 1'b1;
                            end
                            else if (scl_count == 2'b01) begin
                                status <= {status[ST_WIDTH - 2:0], sda_s};	 
                            end
                        end
                        s_send_nack: begin
                            if (scl_count == 2'b00) begin	 
                                state   <= s_stop;
                                sda_reg <= 1'b0;
                                oen_reg <= 1'b0;
                            end
                            else begin			 
                                sda_reg <= open_drain ? 1'b0 : 1'b1;
                                oen_reg <= 1'b1;
                            end
                        end
                        s_rcv_ack: begin
                            if (scl_count == 2'b00) begin
                                if (writing && ((byte_count == DATA_BYTES + ADDR_BYTES + 1 && ~in_prog) || (byte_count == DATA_BYTES && in_prog))) begin	 
                                    if (write_mode) begin
                                        state   <= s_idle;
                                        in_prog <= 1'b1;
                                        done    <= 1'b1;
                                    end else begin
                                        state   <= s_stop;
                                        sda_reg <= 1'b0;
                                        oen_reg <= 1'b0;
                                    end
                                end
                                else if (~writing && ~reading && (byte_count == ADDR_BYTES + 1)) begin	 
                                    state <= s_start_read;
                                end
                                else if (~writing && reading) begin
                                    state <= s_shift_in;
                                end
                                else begin
                                    state    <= s_shift_out;
                                    sda_reg  <= open_drain ? 1'b0 : sr[SR_WIDTH - 1];
                                    oen_reg  <= open_drain ? sr[SR_WIDTH - 1] : 1'b0;
                                    sr       <= {sr[SR_WIDTH - 2:0], 1'b1};
                                    sr_count <= sr_count + 1'b1;
                                end
                            end
                            else if (scl_count == 2'b01) begin
                                status <= {status[ST_WIDTH - 2:0], sda_s};
                            end
                        end
                    endcase
                end
                else begin
                    if (scl_count[1] == 1'b0 || scl_s == 1'b1) begin		 
                        clk_count <= clk_count + 1'b1;
                    end
                end
            end
        end
    end
endmodule
```
==> ci_impl_report.md <==
## Synthesis and layout report

| Metric | Value |
|---|---|
| Status | `finished clean` |
| Register share after synthesis | `0.452` |
| Setup Fix Bufs, Post-CTS | `0` |
| Core ar. | `between 0.009 and 0.01 mm^2` |
| Worst Path Buf+Inv | `2` |
| IO Pins | `roughly 77` |
| Clock slew at reported path FFs | `around 0.09 ns` |
| Row count | `36` |
| Total Routing Usage GR | `0.247` |
| FF/Latch Area | `around 0.0023 mm^2` |
| Initial core utilization | `0.517` |
| Vias in the first global route | `4002` |
| First-pass GRT wire length | `19700 um` |
| Pre-CTS WS | `roughly 6.9 ns` |
| Clock latency on the worst-skew pair | `roughly 0.35 ns` |
| Yosys chip area | `0.00505 mm^2` |
| Via count | `4229` |
| Final period util | `0.489` |
| Unique cell type count in the Yosys netlist | `between 50 and 60` |
| H-Tree Depth | `3` |
| CTS Buffer Depth | `2` |
| CTS root buf | `clkbuf_8` |
| Post-DP HPWL | `~8100 um` |
| Post-Synth XOR/XNOR Area | `0.0312` |
| Max reg flops | `32` |
| Ys async rst share | `0.978` |
| N_diodes | `0` |
| Die W | `between 100 and 150 um` |
| CTS buffer count | `9` |
| WP data required | `10.80 ns` |
| Pleak | `roughly 2.7 nW` |
| Area fraction of the dominant cell type after synthesis | `0.352` |
| Critical path peak fanout | `4` |
| CP Launch Point | `open_drain` |
| Yosys aoi share | `0.195` |
| Final instance count without filler cells | `733` |
| Biggest register | `sr` |
| Iter 0 DRT Violations | `198` |
| # Cells Yosys | `about 530` |
| Startpoint Class | `input pin` |
| Post-synth EDFFs | `2` |
| Final wirelength | `between 10000 and 15000 um` |
| Post-synth regs | `approximately 90` |
| Worst setup margin | `between 6 and 7 ns` |
| Crit. End Element | `primary output` |
| Filler cells | `approximately 820` |
| Largest net degree at the start of global routing | `54` |
| Top cells by area | `dfrtp_1, dfstp_2, nand2_1, nor2_1, mux2_2` |
| Simple-gate portion of the synthesized area | `0.177` |
| Utilization after layout | `0.626` |
| Synth area leader | `dfrtp_1` |
| Peak Freq | `~0.15 GHz` |
| Routed Antenna Nets | `0` |
| WS Path Type | `input pin to primary output` |
| # setup viols final | `0` |
| DR DRC count | `0` |
| Most common logic cell in the routed design | `clkdlybuf4s50_1` |
| RSZ-0062 raised after global routing | `no` |
| Yosys warning count | `1` |
| Fraction of final layout cells sized beyond drive strength 1 | `0.128` |
| Most common logic cells in the final layout | `clkdlybuf4s50_1, dfrtp_1, nand2_1, nor2_1, o21ai_0` |
| Initial DRT Pass Iterations | `5` |
| Pwr per Cell Area | `between 90 and 100 mW/mm^2` |
| Post-Synthesis Cell Area | `a little over 0.005 mm^2` |
| Routed wire per std cell | `between 15 and 20 um` |
| CTS tree | `done` |
| Fin Setup TNS | `0 ns` |
| Tool warning count | `30` |
| Slowest-stage cell, CP | `clkdlybuf4s50_1` |
| Hold Vio Cnt, Final | `0` |
| Ys flop type | `dfrtp_1` |
| Worst VDD drop | `around 0.086 mV` |
| Reg-to-reg startpoint | `state[0]$_DFF_PN1_` |
| Biggest registers after layout | `sr: 32 flops, data_out: 16 flops, clk_count: 12 flops` |
| Most used cell, CP | `clkdlybuf4s50_1` |
| GRT overflow | `0` |
| Min cycle time layout | `around 6.6 ns` |
| Sink Count | `~90` |
| Hold Crit Class | `flip-flop to flip-flop` |
| Final Max Tran Viols | `0` |
| Crit path cell chain | `clkdlybuf4s50_1, and2_1, clkdlybuf4s50_1` |
| Die H | `between 100 and 150 um` |
| Via/cell ratio | `~5.8` |
| CP delay by family, top | `buffers and inverters` |
| Max-cap violations | `0` |
| GPL Wtd Cong | `0.882` |
| Slew @ Worst Pin | `~0.81 ns` |
| Hold-fix buffers, CTS | `0` |
| Synthesized area per cell | `between 9 and 10 um^2` |
| Post-CTS Resized | `0` |
| Antenna violations before repair | `0` |
| HP Start | `sr[9]$_DFFE_PN1P_` |
| Max incr delay on CP | `just under 0.6 ns` |
| Dominant comb cell | `AND-OR/OR-AND gates` |
| Setup Skew | `~0.013 ns` |
| PortBufs | `76` |
| Slew Limit Headroom | `0.458` |
| Multi-input logic area | `between 0.002 and 0.003 mm^2` |
| Cells after Synth | `between 500 and 600` |
| Crit path DAT | `~4 ns` |
| Mux share | `0.0783` |
| Cell count after placement | `roughly 700` |
| Die Size | `around 0.011 mm^2` |
| Adder Area Share | `0.0198` |
| Synthesis-to-finish area growth | `21.1%` |
[kinds of logic (layout without fill, tap and decap cells)]
logic type / after synthesis / in the layout
flops: 90 / 90
simple gates: 185 / 185
fa+ha+maj: 8 / 8
buf+inv: 52 / 121
compound gates: 141 / 141
xor+xnor: 18 / 18
mux: 37 / 37
[cell usage after synthesis (4+ instances only)]
| library cell | n |
|---|---|
| o21ai_0 | 29 |
| ha_1 | 8 |
| a32oi_1 | 15 |
| clkbuf_1 | 18 |
| a22o_1 | 6 |
| nor3_1 | 7 |
| nand4_1 | 4 |
| buf_2 | 8 |
| nand2_1 | 64 |
| dfstp_2 | 17 |
| and3_1 | 7 |
| mux2i_1 | 17 |
| a31oi_1 | 16 |
| o221a_2 | 7 |
| nand2b_1 | 5 |
| dfrtp_1 | 71 |
| nand3_1 | 15 |
| inv_1 | 21 |
| xor2_1 | 15 |
| nor2b_1 | 9 |
| mux2_2 | 16 |
| mux2_1 | 4 |
| a21oi_1 | 25 |
| a221oi_1 | 9 |
| nor2_1 | 53 |
| o211ai_1 | 12 |
[area by class of cell]
type,count,share of cell area
flip-flops and latches,90,0.373
clock inverters,5,0.0135
clock buffers,11,0.0250
repair buffers,84,0.134
multi-input cells,389,0.414
well taps,133,0.0272
inverters,21,0.0129
[path summary, 6_finish.rpt]
check	to	slack [ns]	cells past startpoint
min	sr[9]$_DFFE_PN1P_	0.46	2
min reg2reg	sr[9]$_DFFE_PN1P_	0.46	2
max in group asynchronous	scl_count[0]$_DFFE_PN0N_	10.15	2
max reg2reg	sr[25]$_DFFE_PN0P_	10.64	7
min in group asynchronous	data_out[11]$_DFFE_PN0P_	2.32	1
max	scl_oen	6.90	3
[where the power goes]
| part | switching, W | internal, W |
|---|---|---|
| Sequential | 0.0000208 | 0.000289 |
| Clock | 0.0000977 | 0.000116 |
| Combinational | 0.0000377 | 0.0000423 |
[per-stage QoR]
stage | instance area [um^2] | hold slack, ns | power (W)
floorplan | 5050 | 0.435 | 0.000358
global placement | 5880 | 0.442 | 0.000394
detailed placement | 5880 | 0.446 | 0.000395
CTS | 6110 | 0.460 | 0.000612
global route | 6110 | 0.483 | 0.000636
finish | 6110 | 0.459 | 0.000604
[routing by layer]
layer,part of all wire,global-route usage,vias up
met5,0,0,-
met4,0.0068,0.0242,0
met3,0.055,0.0317,4
met2,0.48,0.384,113
met1,0.46,0.405,2047
li1,-,-,2065
[tightest hold or removal path, stage by stage, from the launching register on]
cell and delay (ns):
dfstp_2 0.38, nand2_1 0.05, nand2_1 0.04
Power figures rest on the tool's default switching activity, not on a simulated workload.
