File: design.v
module i2c_slave
    #(
        parameter ADDR_BYTES = 1,
        parameter DATA_BYTES = 2,
        parameter REG_ADDR_WIDTH = 8 * ADDR_BYTES,
        parameter REG_DATA_WIDTH = 8 * DATA_BYTES
    )(
        input clk,         
        input reset,       
        input open_drain,  
        input  sda_in,     
        output sda_out,    
        output sda_oen,    
        input  scl_in,     
        output scl_out,    
        output scl_oen,    
        input [6:0] chip_addr,   
        input [8 * DATA_BYTES - 1:0] data_in,     
        output reg write_en,     
        output reg [REG_ADDR_WIDTH - 1:0] reg_addr,   
        output reg [8 * DATA_BYTES - 1:0] data_out,   
        output reg done,
        output reg busy
    );
    localparam s_idle   = 0,
              s_shift   = 1,
              s_write   = 2,
              s_send    = 3,
              s_ack     = 4,
              s_ack2    = 5,
              s_chk_ack = 6;
    reg [7:0] sr;    
    reg [REG_DATA_WIDTH - 1:0] sr_send;
    reg [1:0] reg_bytes;
    reg [1:0] addr_bytes;
    reg [1:0] scl_count;
    reg [11:0] clk_count;
    reg sda_reg, oen_reg;
    reg writing, reading, continuing;
    reg rw_bit;
    reg nack;
    reg [6:0] chip_addr_reg;
    wire [7:0] word;
    wire [REG_DATA_WIDTH - 1:0] word_exp;
    wire [REG_ADDR_WIDTH + 8 - 1:0] reg_addr_sh;
    reg  sda_s, scl_s, sda_ss, scl_ss;
    wire scl_rising, scl_falling, sda_rising, sda_falling;
    reg [2:0] state;
    assign scl_oen = 1'b1;
    assign scl_out = 1'b0;
    assign sda_oen = oen_reg;
    assign sda_out = sda_reg;
    assign word = {sr[6:0], sda_s};
    assign word_exp = word;
    assign reg_addr_sh = {reg_addr, word};
    assign scl_rising  =  scl_s && ~scl_ss;
    assign scl_falling = ~scl_s &&  scl_ss;
    assign sda_rising  =  sda_s && ~sda_ss;
    assign sda_falling = ~sda_s &&  sda_ss;
    always @(posedge clk or negedge reset) begin
        if (~reset) begin
            state       <= s_idle;
            sda_reg     <= 1'b1;
            oen_reg     <= 1'b1;
            reg_bytes   <= 1'b0;
            addr_bytes  <= 1'b0;
            sr          <= 8'h01;
            data_out    <= 1'b0;
            reg_addr    <= 1'b0;
            write_en    <= 1'b0;
            rw_bit      <= 1'b0;
            sr_send     <= 1'b0;
            nack        <= 1'b0;
            done        <= 1'b0;
            busy        <= 1'b0;
        end
        else begin
            scl_s         <= scl_in;
            scl_ss        <= scl_s;
            sda_s         <= sda_in;
            sda_ss        <= sda_s;
            chip_addr_reg <= chip_addr;
            if (scl_ss && sda_falling) begin
                state       <= s_shift;
                sda_reg     <= open_drain ? 1'b0 : 1'b1;
                oen_reg     <= 1'b1;
                reg_bytes   <= 1'b0;
                addr_bytes  <= 1'b0;
                sr          <= 8'h01;
                write_en    <= 1'b0;
                busy        <= 1'b1;
                done        <= 1'b0;
            end
            else if (scl_ss && sda_rising) begin
                state    <= s_idle;
                sda_reg  <= open_drain ? 1'b0 : 1'b1;
                oen_reg  <= 1'b1;
                write_en <= 1'b0;
                done     <= busy ? 1'b1 : 1'b0;
            end
            else begin
                case (state)
                    s_idle: begin
                        sda_reg     <= open_drain ? 1'b0 : 1'b1;
                        oen_reg     <= 1'b1;
                        reg_bytes   <= 1'b0;
                        addr_bytes  <= 1'b0;
                        sr          <= 8'h01;
                        write_en    <= 1'b0;
                        busy        <= 1'b0;
                        done        <= 1'b0;
                    end
                    s_shift: begin
                        sda_reg <= open_drain ? 1'b0 : 1'b1;
                        oen_reg <= 1'b1;
                        if (scl_rising) begin
                            sr <= word;
                            if (sr[7]) begin
                                if (addr_bytes <= ADDR_BYTES) begin
                                    addr_bytes <= addr_bytes + 1'b1;
                                    if (addr_bytes == 2'b00) begin
                                        if (word[7:1] != chip_addr_reg) begin
                                            state <= s_idle;
                                            done  <= 1'b1;
                                        end
                                        else begin
                                            state   <= s_ack;
                                            rw_bit  <= word[0];
                                            sr_send <= data_in;
                                        end
                                    end
                                    else begin
                                        state    <= s_ack;
                                        reg_addr <= reg_addr_sh[REG_ADDR_WIDTH - 1:0];
                                    end
                                end
                                else begin
                                    data_out <= (data_out << 8) | word_exp;
                                    if (reg_bytes == DATA_BYTES - 1'b1) begin
                                        state      <= s_write;
                                        write_en   <= 1'b1;
                                        reg_bytes  <= reg_bytes + 1'b1 - DATA_BYTES;
                                    end
                                    else begin
                                        state      <= s_ack;
                                        reg_bytes  <= reg_bytes + 1'b1;
                                    end
                                end
                            end
                        end
                    end
                    s_write: begin
                        state    <= s_ack;
                        sda_reg  <= open_drain ? 1'b0 : 1'b1;
                        oen_reg  <= 1'b1;
                        reg_addr <= reg_addr + 1'b1;
                        write_en <= 1'b0;
                    end
                    s_send: begin
                        if (scl_falling) begin
                            sr <= word;
                            if (sr[7]) begin
                                state     <= s_chk_ack;
                                sda_reg   <= open_drain ? 1'b0 : 1'b1;
                                oen_reg   <= 1'b1;
                                reg_bytes <= reg_bytes + 1'b1;
                                if (reg_bytes == DATA_BYTES - 1'b1) begin
                                    reg_addr  <= reg_addr + 1'b1;
                                    reg_bytes <= 1'b0;
                                end
                            end
                            else begin
                                sda_reg <= open_drain ? 1'b0 : sr_send[REG_DATA_WIDTH - 1];
                                oen_reg <= open_drain ? sr_send[REG_DATA_WIDTH - 1] : 1'b0;
                                sr_send <= sr_send << 1;
                            end
                        end
                    end
                    s_ack: begin
                        write_en <= 0;
                        if (~scl_ss) begin
                            state   <= s_ack2;
                            sda_reg <= 1'b0;
                            oen_reg <= 1'b0;
                            if (rw_bit && (reg_bytes == 0)) begin
                                sr_send <= data_in;
                            end
                        end
                    end
                    s_ack2: begin
                        sr <= 8'h01;
                        write_en <= 0;
                        if (scl_falling) begin
                            if (rw_bit) begin
                                state   <= s_send;
                                sda_reg <= open_drain ? 1'b0 : sr_send[REG_DATA_WIDTH - 1];
                                oen_reg <= open_drain ? sr_send[REG_DATA_WIDTH - 1] : 1'b0;
                                sr_send <= sr_send << 1;
                            end
                            else begin
                                state   <= s_shift;
                                sda_reg <= open_drain ? 1'b0 : 1'b1;
                                oen_reg <= 1'b1;
                            end
                        end
                    end
                    s_chk_ack: begin
                        sr <= 8'h01;
                        if (scl_rising) begin
                            nack <= sda_s;
                        end
                        if (scl_falling) begin
                            if (nack) begin
                                state   <= s_idle;
                                sda_reg <= open_drain ? 1'b0 : 1'b1;
                                oen_reg <= 1'b1;
                                done    <= 1'b1;
                            end
                            else begin
                                state   <= s_send;
                                sda_reg <= open_drain ? 1'b0 : sr_send[REG_DATA_WIDTH - 1];
                                oen_reg <= open_drain ? sr_send[REG_DATA_WIDTH - 1] : 1'b0;
                                sr_send <= sr_send << 1;
                            end
                        end
                    end
                endcase
            end
        end
    end
endmodule
File: run.sh
#!/bin/bash
# OpenROAD 26Q1-2900-gdf79404cd8, Yosys 0.63+post, stock flow scripts
make -C /OpenROAD-flow-scripts/flow DESIGN_CONFIG=/design/flow/config.mk WORK_HOME=/design/flow/orfs finish
File: config.mk
export PLATFORM = sky130hd
export DESIGN_NAME = i2c_slave
export DESIGN_NICKNAME = i2c_slave
export VERILOG_FILES = /design/flow/design.v
export SDC_FILE = /design/flow/constraint.sdc
export NUM_CORES = 4
export LEC_CHECK = 1
export CORE_UTILIZATION = 30
File: constraint.sdc
current_design i2c_slave

set clk_period 10.0
set clk_io_pct 0.2

create_clock -name clk0 -period $clk_period [get_ports {clk}]

set non_clock_inputs [all_inputs -no_clocks]
set_input_delay [expr $clk_period * $clk_io_pct] -clock clk0 $non_clock_inputs
set_output_delay [expr $clk_period * $clk_io_pct] -clock clk0 [all_outputs]
==> out/metrics.csv <==
metric;value;unit
outcome;completed;
Total GRT Usage;13.2;%
crit-path cells;clkdlybuf4s50_1;
Crit-path slowest cell;dfstp_2;
largest net degree at the start of global routing;42;
Max Cap Viol;0;
Root Driver;clkbuf_16;
Peak VDD IR;0.0000795;V
measured slew at the worst slew-check pin;0.731;ns
Post-synth seq share;47.9;%
Clock Sinks;77;
clk latency late pin;0.33;ns
DRT antenna net count;0;
layout cell share with drive strength beyond 1;15.2;%
register bit count reported by yosys;77;
row count;42;
critical path arrival;1.31;ns
Buffers on Ports;56;
first-pass GRT wire length;15000;um
vias in the first global route;2956;
Max-area cell share;37.4;%
Synth Flop Type;dfrtp_1;
Vias/cell;4.88;
crit start category;flop;
drt first pass iters;5;
synth warn;1;
Finish-stage setup viols;0;
power density over cell area;210;nW/um^2
Hold Fails Final Rpt;0;
DRT iter0 DRCs;151;
final slew viol count;0;
drt total wl;8710;um
fmax;0.303;GHz
CP required;8.00;ns
dominant cell type by area after synthesis;dfrtp_1;
initial core utilization;31.1;%
Final Util;38.1;%
Placer Congestion;0.878;
final period utilization;33.1;%
Worst Setup Path Type;flop to primary output;
clock tree buffer depth;2;
die height;120;um
Mapped Area;4150;um^2
post-synth cell types;59;
initial antenna violation count;0;
Cells after Synth;403;
top cells by area;dfrtp_1 (37%), edfxtp_1 (8.0%), mux2_2 (7.9%), nand2_1 (6.0%), mux2_4 (3.3%);
RSZ-0062 raised after global routing;false;
CTS tree;yes;
Largest regs;data_out (16), sr_send (16);
Yosys chip area;4150;um^2
count of tool warnings;28;
wire per inst;14.0;um
EDFF count, synth;11;
GRT overflow;0;
Bufs and invs on worst path;1;
Worst-path clk slew;0.05;ns
IO Count;59;
# H-tree levels;3;
Setup Buffers After CTS;0;
Final min period;3.31;ns
Worst setup EP type;primary output;
Core ar.;13300;um^2
kind of cell adding the most delay to the critical path;flip-flops;
Post-CTS Hold Fix Bufs;0;
Vias;3046;
Slew HR;51.2;%
die x size;120;um
CP max stage delay;0.52;ns
post_cts resized;0;
Num CTS Buffers;9;
LEAKAGE;2.19;nW
total power;1.07;mW
FFs w/ async S/R, synth;85.7;%
Critical Path Fanout Max;2;
number of remaining DRC errors;0;
Hold Path Class;flop to flop;
skew final;0.00527;ns
Die ar.;14300;um^2
cell count listed in synth_stat.txt;403;
post-DP HPWL;6040;um
Area Overhead vs Synth;22.5;%
ANT cells;0;
setup TNS;0;ns
Syn Area/Cell;10.3;um^2
## cells in the mapped netlist, drive strengths merged (4+ instances only)
cell type,instances
mux2,38
nand3,7
buf,20
nor2,18
xnor2,4
xor2,4
a21oi,17
nor3,10
o21ai,23
clkbuf,12
mux2i,11
inv,17
nand2,66
dfstp,4
dfrtp,62
a31oi,6
nor2b,7
o22ai,4
ha,5
nor4,5
edfxtp,11
## kinds of logic (layout without fill, tap and decap cells)
kind of cell    after synthesis  after routing  synth area share [%]
simple gates                130            130                  14.7
compound gates               83             83                  13.9
flops                        77             77                  47.9
mux                          49             49                  13.8
buf+inv                      49             94                  6.39
xor+xnor                      8              8                  1.69
fa+ha+maj                     5              5                  1.51
other cells                   2              2                 0.181
## through the flow
step / std cells / hold slack, ns / area, um^2 / worst slack [ns]
global placement: 608 / 0.487 / 4780 / 7.04
finish: 624 / 0.503 / 5080 / 6.69
floorplan: 403 / 0.424 / 4150 / 7.46
global route: 624 / 0.519 / 5080 / 6.65
detailed placement: 608 / 0.492 / 4780 / 7.01
CTS: 624 / 0.506 / 5080 / 6.67
## routing by layer
layer	track usage [%]	up-vias	routed length (um)
met4	2.66	0	224
li1	-	1501	-
met1	21.4	1430	4100
met3	1.31	14	442
met2	19.6	101	3950
met5	0	-	0
## power by group
part	total [mW]	internal [mW]	switching, mW	leakage, nW
Clock	0.330	0.209	0.121	0.149
Combinational	0.264	0.153	0.111	1.09
Sequential	0.475	0.396	0.0791	0.952
Total	1.07	0.758	0.311	2.19
## area by class of cell
type	count	area, um^2
tap	176	220
clock inverter	3	43.8
clock buffer	13	262
timing repair buffer	61	596
sequential	77	1990
fill	1308	8260
inverter	17	63.8
multi-input combinational	277	1910
## placed cells by master (no fill, tap or decap), types with 3 or more instances in the layout
cell             synthesis  final
nand2_1                 66     66
dfrtp_1                 62     62
clkdlybuf4s50_1          0     55
mux2_2                  29     29
o21ai_0                 23     23
nor2_1                  18     18
inv_1                   17     17
a21oi_1                 17     17
mux2i_1                 11     11
edfxtp_1                11     11
clkbuf_16                0     10
nor3_1                  10      9
mux2_4                   9      9
nor2b_1                  7      7
nand3_1                  7      7
a31oi_1                  6      6
buf_4                   10      6
ha_1                     5      5
xor2_1                   4      4
xnor2_1                  4      4
o22ai_1                  4      4
dfstp_2                  4      4
nand4_1                  3      3
nor4_1                   3      3
and3_1                   3      3
o31ai_1                  3      3
o211ai_1                 3      3
o22a_1                   3      3
clkbuf_1                11      3
## final timing paths
kind,start,to,slack [ns],depth (start not counted)
min reg2reg,sr_send[4]$_DFFE_PN0P_,sr_send[4]$_DFFE_PN0P_,0.50,1
min,sr_send[4]$_DFFE_PN0P_,sr_send[4]$_DFFE_PN0P_,0.50,1
max reg2reg,scl_ss$_DFFE_PP_,reg_addr[7]$_DFFE_PN0P_,7.20,5
max in group asynchronous,reset,sr[0]$_DFFE_PN1P_,7.47,2
min in group asynchronous,reset,reg_addr[3]$_DFFE_PN0P_,1.65,1
max,sda_reg$_DFFE_PN1P_,sda_out,6.69,1
Power is estimated from default activity; no workload was simulated.
